`./design.v`:
```
`timescale 1ns/1ns
module Counter_and_sel( dout, clk, rst, sel, a, b );
    output reg[3:0] dout;
    input wire clk, rst, sel;
    input wire[3:0] a, b;
always @(posedge clk)
    begin
        if(rst)
            dout <= 4'b0000;
        else
            if(sel)
                dout <= dout + 1;
            else
                dout <= a & b;
    end
endmodule
```
`./run.sh`:
```
#!/bin/bash
# OpenROAD 26Q1-2900-gdf79404cd8, Yosys 0.63+post, stock flow scripts
make -C /OpenROAD-flow-scripts/flow DESIGN_CONFIG=/design/flow/config.mk WORK_HOME=/design/flow/orfs finish
```
`./config.mk`:
```
export PLATFORM = sky130hd
export DESIGN_NAME = Counter_and_sel
export DESIGN_NICKNAME = Counter_and_sel
export VERILOG_FILES = /design/flow/design.v
export SDC_FILE = /design/flow/constraint.sdc
export NUM_CORES = 4
export LEC_CHECK = 1
export CORE_AREA = 10 10 70 70
export DIE_AREA = 0 0 80 80
```
`./constraint.sdc`:
```
current_design Counter_and_sel

set clk_period 1.1
set clk_io_pct 0.2

create_clock -name clk0 -period $clk_period [get_ports {clk}]

set non_clock_inputs [all_inputs -no_clocks]
set_input_delay [expr $clk_period * $clk_io_pct] -clock clk0 $non_clock_inputs
set_output_delay [expr $clk_period * $clk_io_pct] -clock clk0 [all_outputs]
```
==> results_dict.tcl <==
# metrics dict for downstream scripts
set metrics [dict create \
    crit_fanout 3 \
    run_status "finished, final reports clean" \
    post-dp-hpwl_microns 590 \
    syn_to_final_growth_pct 135 \
    largest_reg_flops 4 \
    synth-async-reset-ratio_pct 0 \
    die-area_sq_mm 0.00640 \
    use_met3_pct 3.52 \
    regMostFlops "dout" \
    simple_gate_share_pct 22.9 \
    reg_top3 "dout (4)" \
    drc 0 \
    dp_slack_ns -0.221 \
    chipWidth_microns 80 \
    use_met1_pct 3.13 \
    cap_violations 0 \
    drive_gt1_share_pct 34.1 \
    crit_arrival_ns 1.18 \
    yosys_area_sq_um 191 \
    period_needed_ns 1.02 \
    core_sq_mm 0.00342 \
    mux_share_pct 5.88 \
    die_h_microns 80 \
    syn_avg_cell_area_sq_um 9.57 \
    antenna_found_initial 0 \
    crit_path_top_delay_cell "dfxtp_2" \
    yosysUniqueCellTypes 11 \
    required_ns 1.26 \
    clkTransAtPathRegs_ns 0.04 \
    clock_skew_ns 0.00254 \
    drt.antenna.violating_nets 0 \
    start_kind "flop" \
    top_area_cell "dfxtp_1" \
    ios 15 \
    num_vias 214 \
    top_area_share_pct 41.8 \
    first_global_vias 249 \
    ys_top_cells_by_area "dfxtp_1, a21oi_1, nand2_1" \
    ys_top_logic_family "simple AND/OR/NAND/NOR gates" \
    fmax_mhz 977 \
    dr.pass1.iters 2 \
    finalClockPeriodUsage_pct 93.0 \
    num_rows 21 \
    cts.sinks 4 \
    synth-edff-count 0 \
    worstMarginPinSlew_ns 0.256 \
    synth-xor-area-share_pct 4.58 \
    yosys_cells 20 \
    grt_overflow 0 \
    endpoint_kind "flop" \
    synthCells 20 \
    warnings 25 \
    relSlewSlack_pct 82.9 \
    cts_root_buf "clkbuf_4" \
    ys_sh_adder_pct 6.54 \
    synth.ff_latch_count 4 \
    grt_max_degree 8 \
    io_buffer_count 14 \
    synth_seq_share_pct 41.8 \
    yosys_warnings 1 \
    crit_chain "buf_6, ha_2, xor2_1, nand2_1, a21oi_1" \
    rsz0062_at_grt "no" \
    worstSetupPathType "flop to flop" \
    routed_wl_microns 706 \
    cts_htree_levels 1 \
    max_stage_delay_ns 0.33 \
    yosys.area_share.aoi_pct 18.3 \
    worstSkewPairLatency_ns 0.23 \
    drt-initial-drc-count 4 \
    synth-main-ff-cell "dfxtp_1" \
    worst_slack_ns 0.0766 \
    fin_tns_setup_ns 0 \
    routedWlPerCell_microns 8.11 \
    floorplan.core_util_pct 5.60 \
    track_usage_pct 2.43 \
    vias_per_cell 2.46 \
    cts_tree "yes" \
    gp_congestion 0.781 \
    grt_pass1_wl_microns 1160 \
    peakVddDrop_uv 224 \
    grt-busiest-layer "met3" \
    hold_path.class "input port to flop" \
    p_per_area_mw_per_mm2 966 \
    slew_violations 0 \
    clock_path_buffers 2 \
    leakage_nw 0.187 \
    met2_usage_pct 2.01 \
    synth_area_sq_um 191 \
    setup_violations 0 \
    cts_buffers 3 \
    hold_viol_final 0 \
    ys_top_cells_by_count "dfxtp_1, nand2_1, a21oi_1" \
    n_antenna_cell 0 \
]
[cells by family after synthesis]
family                     after synthesis
and+or+nand+nor                          8
AOI/OAI and AO/OA                        5
DFF                                      4
muxes                                    1
adders and majority gates                1
xor gates and xnor gates                 1
[timing repair]
| item | 4_1_cts | 5_1_grt |
|---|---|---|
| pin swaps | 0 | 2 |
| resized | 7 | 3 |
| setup endpoints to repair | 4 | 2 |
| hold buffers | 0 | 0 |
| buffers inserted | 2 | 0 |
[metal layers]
| metal | up-vias | share of wire [%] |
|---|---|---|
| met3 | 0 | 30 |
| met2 | 18 | 20 |
| met4 | 0 | 0 |
| met1 | 82 | 51 |
| met5 | - | 0 |
| li1 | 114 | - |
[path summary, 6_finish.rpt]
path	from	end	slack, ns	cells past startpoint
hold / removal	sel	dout[1]	0.38	3
setup / recovery	dout[0]	dout[2]	0.08	5
setup reg to reg	dout[0]	dout[2]	0.08	5
hold reg to reg	dout[3]	dout[3]	0.60	3
[critical path, delay by kind of cell (launching register included)]
| kind | cells | cell delay, ns |
|---|---|---|
| AND/OR/NAND/NOR | 1 | 0.07 |
| buffers and inverters | 1 | 0.10 |
| AND-OR/OR-AND | 1 | 0.13 |
| XOR/XNOR | 1 | 0.16 |
| flip-flops | 1 | 0.33 |
| adder cells (fa/ha/maj) | 1 | 0.16 |
[cell type report]
cell class / instances / area (sq um)
fill: 400 / 2970
multi-input combinational: 16 / 114
clock buffer: 3 / 22.5
tap: 46 / 57.6
sequential: 4 / 83.8
timing repair buffer: 18 / 171
[layout by cell type, fill, tap and decap left out, types with 2 or more instances in the layout]
cell and count:
clkdlybuf4s50_1 9, nand2_1 4, dlygate4sd2_1 4, a21oi_1 3
clkbuf_4 3, dfxtp_2 3, buf_4 3, nand3b_1 2
[where the power goes]
part	switching [mW]	internal, mW
clock	0.0541	0.122
sequential	0.00478	0.157
combinational	0.0303	0.0661
total	0.0892	0.345
[stage by stage]
stage	instances	util, %	area (sq um)	power [mW]	hold WS (ns)
6_report	87	13.2	449	0.434	0.376
5_1_grt	87	13.2	449	0.468	0.390
4_1_cts	87	12.9	440	0.441	0.577
3_5_place_dp	82	11.8	404	0.256	0.493
3_3_place_gp	82	11.8	404	0.255	0.483
2_1_floorplan	20	-	191	0.186	0.285
Power figures rest on the tool's default switching activity, not on a simulated workload.
